**config.mk**
```make
export PLATFORM = sky130hd
export DESIGN_NAME = Asyncfifo
export DESIGN_NICKNAME = Asyncfifo
export VERILOG_FILES = /design/flow/design.v
export SDC_FILE = /design/flow/constraint.sdc
export NUM_CORES = 4
export LEC_CHECK = 1
export CORE_UTILIZATION = 50
```
**constraint.sdc**
```tcl
current_design Asyncfifo

set clk_period 4.3
set clk_io_pct 0.2

create_clock -name clk0 -period $clk_period [get_ports {r_Clk}]
create_clock -name clk1 -period $clk_period [get_ports {w_Clk}]

set non_clock_inputs [all_inputs -no_clocks]
set_input_delay [expr $clk_period * $clk_io_pct] -clock clk0 $non_clock_inputs
set_output_delay [expr $clk_period * $clk_io_pct] -clock clk0 [all_outputs]
```
**design.v**
```verilog
module Asyncfifo #(parameter data_Size = 8, parameter address_Size = 3 ) (
			output fifo_Full,  					 
			output fifo_Empty, 					 
			output [data_Size-1:0]read_Data,  	 
			input [data_Size-1:0]write_Data,  	 
			input w_Clk, 						 
			input r_Clk,  					 
			input w_Rst,       					 
			input r_Rst, 	   					 
			input w_Inc,       					 
			input r_Inc);  	   					 
	wire [address_Size-1:0] w_Addr, r_Addr; 				 
	wire [address_Size:0]w_Ptr, r_Ptr, wsync_Rptr, rsync_Wptr;   
	sync_r2w #(address_Size) sync_r2w(.wsync_Rptr(wsync_Rptr), .w_Clk(w_Clk), .w_Rst(w_Rst), .r_Ptr(r_Ptr));
	sync_w2r #(address_Size) sync_w2r(.rsync_Wptr(rsync_Wptr), .r_Clk(r_Clk), .r_Rst(r_Rst), .w_Ptr(w_Ptr));
	fifomem #(data_Size, address_Size) fifomem(.read_Data(read_Data), .write_Data(write_Data), .w_Clk(w_Clk), .w_Enable(w_Inc), .w_Addr(w_Addr), .r_Addr(r_Addr), .fifo_Full(fifo_Full));
	FIFO_Empty #(address_Size) rptr_Empty(.r_Addr(r_Addr), .r_Clk(r_Clk), .r_Inc(r_Inc), .r_Ptr(r_Ptr), .r_Rst(r_Rst), .fifo_Empty(fifo_Empty), .rsync_Wptr(rsync_Wptr));
	FIFO_Full #(address_Size) wptr_Full(.w_Addr(w_Addr), .w_Clk(w_Clk), .w_Inc(w_Inc), .w_Ptr(w_Ptr), .w_Rst(w_Rst), .fifo_Full(fifo_Full), .wsync_Rptr(wsync_Rptr));
endmodule 
module FIFO_Empty #(parameter address_Size=3)(
		output [address_Size-1:0]r_Addr,		 
		input r_Clk,					 
		input r_Inc, 					 
		output reg [address_Size:0]r_Ptr, 			 
		input r_Rst, 					 
		output reg fifo_Empty, 				 
		input [address_Size:0]rsync_Wptr);		 
		reg [address_Size:0] r_Bin;			 
		wire [address_Size:0] r_BinNext, r_GrayNext;	 
		wire r_empty;
always @(posedge r_Clk, negedge r_Rst)begin 
	if(!r_Rst)begin 
		r_Bin <= 0;
		r_Ptr  <= 0;
	end
	else begin
		r_Bin <= r_BinNext;
		r_Ptr <= r_GrayNext;
	end
end
assign r_Addr = r_Bin;
assign r_BinNext = r_Bin + (r_Inc & ~fifo_Empty);
assign r_GrayNext = (r_BinNext>>1) ^ r_BinNext;
assign r_empty = (r_GrayNext == rsync_Wptr); 
always@(posedge r_Clk, negedge r_Rst) begin 
	if(!r_Rst)
		fifo_Empty <= 1'b1;
	else 
		fifo_Empty <= r_empty;
end 
endmodule
module FIFO_Full #(parameter address_Size = 3)(
	output [address_Size-1:0]w_Addr,	 
	input 	w_Clk,				 
	input	w_Inc,				 
	output reg [address_Size:0]w_Ptr,	 
	input   w_Rst,				 
	output reg fifo_Full,			 
	input   [address_Size:0]wsync_Rptr);			 
	wire [address_Size:0]w_NextBin, w_NextGray;	 
	reg [address_Size:0] w_Bin;			 
	wire w_full;
always@(posedge w_Clk, negedge w_Rst)begin 
	if(!w_Rst)begin 
		w_Bin <= 0;
		w_Ptr <= 0;
	end 
	else begin 
		w_Bin <= w_NextBin;
		w_Ptr <= w_NextGray;
	end
end 
assign w_Addr = w_Bin[address_Size-1:0];
assign w_NextBin = w_Bin + ( w_Inc & ~fifo_Full );
assign w_NextGray = ( w_NextBin >> 1) ^ w_NextBin;
assign w_full = (w_NextGray == {~wsync_Rptr[address_Size:address_Size-1],wsync_Rptr[address_Size-2:0]});
always@(posedge w_Clk, negedge w_Rst)begin 
	if(!w_Rst) 
		fifo_Full <= 1'b0;
	else 
		fifo_Full <= w_full;
end
endmodule
module fifomem #( parameter data_Size = 8, parameter address_Size = 3 ) (
		input w_Clk,							 
		input w_Enable, 						 
		input [address_Size-1:0]w_Addr,			 
		input [address_Size-1:0]r_Addr,			 
		input fifo_Full,						 
		input [data_Size-1:0]write_Data,		 
		output [data_Size-1:0]read_Data );		 
		localparam fifo_depth = 1<<address_Size;
		reg [data_Size-1:0] mem[0:fifo_depth-1];
		assign read_Data = mem[r_Addr];
		always@(posedge w_Clk)
			if(!fifo_Full && w_Enable)
				mem[w_Addr] <= write_Data;
endmodule
module sync_r2w #(parameter address_Size=3)(output reg [address_Size:0]wsync_Rptr, input w_Clk, input w_Rst, input [address_Size:0]r_Ptr);
	reg [address_Size:0]rq1_ptr;
always@(posedge w_Clk, negedge w_Rst)begin
	if(!w_Rst)
		begin 
			rq1_ptr    <= 0;
			wsync_Rptr <= 0;
		end
	else 
		begin 
			rq1_ptr    <= r_Ptr;
			wsync_Rptr <= rq1_ptr;
		end
end
endmodule
module sync_w2r #(parameter address_Size=3)(output reg [address_Size:0]rsync_Wptr, input r_Clk, input r_Rst, input [address_Size:0]w_Ptr);
	reg [address_Size:0]wq1_ptr;
always@(posedge r_Clk, negedge r_Rst)begin
	if(!r_Rst)
		begin 
			wq1_ptr    <= 0;
			rsync_Wptr <= 0;
		end
	else 
		begin 
			wq1_ptr    <= w_Ptr;
			rsync_Wptr <= wq1_ptr;
		end
end
endmodule
```
**run.sh**
```bash
#!/bin/bash
# OpenROAD 26Q1-2900-gdf79404cd8, Yosys 0.63+post, stock flow scripts
make -C /OpenROAD-flow-scripts/flow DESIGN_CONFIG=/design/flow/config.mk WORK_HOME=/design/flow/orfs finish
```
==> flow_metrics.tcl <==
# yosys + openroad results
set metrics [dict create \
    async_flop_share 0.333 \
    yosys-top-cells-count "edfxtp_1, dfrtp_1, mux4_1" \
    yosysSeqAreaShare 0.725 \
    final_hold_viol_count 0 \
    routed_via_density 5.34 \
    drive_above_1_share 0.175 \
    dieWidth_um 88.7 \
    wl_per_cell_um 18.1 \
    place_congestion 0.791 \
    rr_startpoint "wptr_Full.fifo_Full" \
    drt_iter0_markers 71 \
    wl_met1_um 2640 \
    fill_cells 520 \
    status "complete, no violations" \
    io_buffer_count 22 \
    synthTopCellsByArea "edfxtp_1, dfrtp_1, mux4_1" \
    synth.top_cell.area_share 0.512 \
    top_area_cell "edfxtp_1" \
    post-route-drc-count 0 \
    cp.required_ns 3.44 \
    comb_area_um2 958 \
    pwr-share-seq 0.458 \
    report.final.slew_viol_count 0 \
    synth.distinct_cells 32 \
    combPwrFrac 0.304 \
    cts_tree "built" \
    hp-class "reg2reg" \
    clockPowerShare 0.237 \
    rr_endpoint "wptr_Full.fifo_Full" \
    ios 24 \
    grt.total_usage 0.184 \
    power_switching_share 0.281 \
    routed_wl_um 5930 \
    crit_arrival_ns 2.21 \
    worst_slew_pin_slew_ns 0.681 \
    ff2ff_path_depth 7 \
    clkTransAtPathRegs_ns 0.08 \
    core_um2 7250 \
    seqCellArea_um2 2720 \
    whs_ns 0.267 \
    syn_to_final_growth_pct 16.6 \
    setup_tns_ns 0 \
    insertedDiodeCount 0 \
    ys_ff 96 \
    drtAntennaViolNets 0 \
    cts.sink_count 96 \
    wl_met2_um 2690 \
    ctsResizeCount 0 \
    startpoint_type "register" \
    drt_first_pass_iters 4 \
    rrSetupSlack_ns 2.20 \
    grt_pass1_vias 1814 \
    fp_util 0.518 \
    post_cts_buffers 0 \
    syn_avg_cell_area_um2 20.2 \
    enable_flop_cells 64 \
    die_h_um 88.7 \
    setup_viol 0 \
    synth_cells 186 \
    p_per_area_nw_per_um2 693 \
    wl_met3_um 526 \
    yosysChipArea_um2 3760 \
    cap_viol_max_count 0 \
    max_slew_margin 0.545 \
    antenna_found_initial 0 \
    grt_max_degree 17 \
    routed.top_layer "met4" \
    flop_cell "edfxtp_1" \
    crit_fanout 16 \
    grt_overflow 0 \
    synth_area_um2 3760 \
    yosysCellCount 186 \
    crit_path_start "rptr_Empty.r_Bin[0]" \
    tool_warnings 27 \
    grt_pass1_wl_um 9340 \
    p_sw_w 0.000852 \
    fin_worst_skew_ns 0.0102 \
    synth.most_common_cell "edfxtp_1" \
    worstSetupPathType "reg2out" \
    cp-end-kind "output pin" \
    irDropWorstVdd_v 0.000363 \
    ys_warn_count 5 \
    worstHoldStart "rptr_Empty.r_Ptr[2]" \
    hpwlAfterDp_um 3640 \
    crit_path_end "read_Data[7]" \
    leakage_nw 1.61 \
    p_int_w 0.00218 \
    ctsHoldBuffers 0 \
    fp-row-count 31 \
    chipArea_um2 7860 \
    final_util 0.604 \
    rsz0062_at_grt "no" \
    vias 1751 \
]
## flip-flops by register name, summed over array words and instances, names as in the netlist
name and cells:
sync_w2r.wq1_ptr 4, sync_r2w.rq1_ptr 4, rptr_Empty.r_Ptr 4, rptr_Empty.r_Bin 3, fifomem.mem 64, wptr_Full.fifo_Full 1
rptr_Empty.fifo_Empty 1, wptr_Full.w_Ptr 4, sync_w2r.rsync_Wptr 4, wptr_Full.w_Bin 3, sync_r2w.wsync_Rptr 4
## cell usage in the layout, fill, tap and decap left out, types with 2 or more instances in the layout
master and count:
edfxtp_1 64, nand3_1 6, nand2b_1 3, buf_4 10, dfrtp_1 31, xor2_1 8
nor2_1 7, xnor2_1 8, clkbuf_8 13, nor3_1 3, mux4_1 16, nand2_1 2
nor2b_1 3, mux2_2 8, inv_6 3, inv_1 2, bufinv_16 2, ha_1 4
clkdlybuf4s50_1 22
## worst min path at each step
stage                     end  slack, ns  depth (start not counted)
5_1_grt   sync_r2w.rq1_ptr[2]       0.26                          0
4_1_cts   sync_r2w.rq1_ptr[2]       0.25                          0
6_report  sync_r2w.rq1_ptr[2]       0.27                          0
## stage by stage
stage	instance area, µm²	power, W	std cells	setup slack, ns
2_1_floorplan	3760	0.00203	186	1.88
3_3_place_gp	4110	0.00232	309	1.39
3_5_place_dp	4110	0.00233	309	1.27
4_1_cts	4380	0.00307	328	1.18
5_1_grt	4380	0.00322	328	1.08
6_report	4380	0.00303	328	1.23
## routing by layer
layer / vias up / global-route usage
met5: - / 0
met4: 0 / 0.0293
met3: 8 / 0.0899
met2: 69 / 0.252
met1: 871 / 0.313
li1: 803 / -
## critical path: stages (launching register included)
cell	delay (ns)
dfrtp_1	0.37
buf_4	0.29
mux4_1	0.59
mux2_2	0.30
clkdlybuf4s50_1	0.40
## cell families (layout without fill, tap and decap cells)
| group | after synthesis | count (layout) | synth area share |
|---|---|---|---|
| muxes | 24 | 24 | 0.136 |
| xor gates and xnor gates | 19 | 19 | 0.0550 |
| and+or+nand+nor | 26 | 26 | 0.0343 |
| DFF | 96 | 96 | 0.725 |
| AOI/OAI and AO/OA | 6 | 6 | 0.0140 |
| buffers and inverters | 10 | 53 | 0.0197 |
| adders and majority gates | 5 | 5 | 0.0160 |
## power by group through the flow
stage	clock network [W]	registers [W]	logic, W
after CTS	0.000736	0.00140	0.000938
after global routing	0.000778	0.00142	0.00102
final	0.000720	0.00139	0.000923
## final cells by class
type	count	area share
Clock inverter	6	0.0206
Tap cell	99	0.0283
Timing Repair Buffer	32	0.0674
Multi-Input combinational cell	80	0.219
Sequential cell	96	0.622
Clock buffer	13	0.0409
Inverter	2	0.00171
No activity file was given, so power comes from the tool's default toggle rates.
